===== design/flow/run.sh =====
#!/bin/bash
# OpenROAD 26Q1-2900-gdf79404cd8, Yosys 0.63+post, stock flow scripts
make -C /OpenROAD-flow-scripts/flow DESIGN_CONFIG=/design/flow/config.mk WORK_HOME=/design/flow/orfs finish

===== design/flow/config.mk =====
export PLATFORM = sky130hd
export DESIGN_NAME = ALU
export DESIGN_NICKNAME = ALU
export VERILOG_FILES = /design/flow/design.v
export SDC_FILE = /design/flow/constraint.sdc
export NUM_CORES = 4
export LEC_CHECK = 1
export CORE_UTILIZATION = 40

===== design/flow/constraint.sdc =====
current_design ALU

set clk_period 16.6
set clk_io_pct 0.2

create_clock -name clk0 -period $clk_period

set non_clock_inputs [all_inputs -no_clocks]
set_input_delay [expr $clk_period * $clk_io_pct] -clock clk0 $non_clock_inputs
set_output_delay [expr $clk_period * $clk_io_pct] -clock clk0 [all_outputs]

===== design/flow/design.v =====
`timescale 1ns / 1ps
module ALU( input [7:0] A,B, 
				input [2:0] shift, 
				input [3:0] ALU_Sel, 
				output [7:0] ALU_Out,
				output reg zero, neg, carry,
				output overflow);
reg [7:0] ALU_Result; 
wire [8:0] tmp; 
assign ALU_Out = ALU_Result;  
assign CarryOut = tmp[8];  
reg s1,s2,c1;
always@(*)
    begin
	case (ALU_Sel) 
		4'b0000:  
		ALU_Result = A + B ; 
		4'b0001:  
		ALU_Result = A - B ; 
		4'b0010:  
		ALU_Result = A * B; 
		4'b0011:  
		ALU_Result = A/B; 
		4'b0100:  
		ALU_Result = A<<1; 
		4'b0101:  
		ALU_Result = A>>1; 
		4'b0110:  
		ALU_Result = {A[6:0],A[7]}; 
		4'b0111:  
		ALU_Result = {A[0],A[7:1]}; 
		4'b1000:  
		ALU_Result = A & B; 
		4'b1001:  
		ALU_Result = A | B; 
		4'b1010:  
		ALU_Result = A ^ B; 
		4'b1011:  
		ALU_Result = ~(A | B); 
		4'b1100:  
		ALU_Result = ~(A & B); 
		4'b1101:  
		ALU_Result = ~(A ^ B); 
		4'b1110:  
		ALU_Result = (A>B)?8'd1:8'd0 ; 
		4'b1111:  
		ALU_Result = (A==B)?8'd1:8'd0 ; 
		default: ALU_Result = A + B ;
		endcase
	       {carry,s1}<=A+B;
       {c1,s2}<=A[6:0]+B[6:0];           
       if(s1==1'b0)
        begin
            zero<=1'b1;
        end    
       else
        begin
            zero<=1'b0;
        end 
    end    
assign overflow=carry^c1; 
endmodule

==> out/qor.yml <==
status: "finished, final reports clean"
worstMarginPinSlew_ps: 1056
arrival_ps: 12830
min-delay-start: "B[4]"
place_congestion: 0.9303
dpl.hpwl_microns: 10430
holdPathStages: 8
warnings: 55
maxSlewHeadroom: 0.2777
avgViaCountPerCell: 5.684
dp_slack_ps: -352.0
ir_worst_vdd_mv: 0.01850
slowest_stage: "or3_1"
die_x_microns: 104.8
setup_tns_ps: 0
fmax_ghz: 0.06192
ys_area_sq_um: 4225
grtUsageTotal: 0.2462
antenna_found_initial: 0
avgSynthCellArea_sq_um: 7.298
path_max_fanout: 7
first_pass_iters: 5
slew_viol_final: 0
hold_viol: 0
hold_path_end: "ALU_Out[5]"
drt-initial-drc-count: 216
start_kind: "primary input"
fp-utilization: 0.4111
final.min_clock_period_ps: 16150
antennaDiodeCount: 0
die_area_sq_um: 10980
grt_pass1_wl_microns: 21430
setup_slack_ps: 450.8
synthesis.instances: 579
grt_pass1_vias: 4258
crit_path_end_kind: "output port"
layout_worst_path_cycle_share: 0.9728
power-per-cell-area_nw_per_um2: 42.15
coreArea_sq_um: 10280
crit_required_ps: 13280
postSynthSeqShare: 0
die_h_microns: 104.8
leakage_nw: 2.587
hp-class: "in -> out"
slowest_delay_ps: 430
row_count: 37
drv_cap: 0
ant_nets: 0
cp-startpoint: "B[5]"
ys_warn_count: 3
gr-total-overflow: 0
clkbuf_count: 0
worstSetupPathType: "in -> out"
ys_cells: 579
portBuffers: 30
pin_count: 35
drive_gt1_frac: 0.2408
ys_types: 75
syn_to_final_growth_pct: 32.93
setup_violations: 0
routed_wl_microns: 13570
regArea_sq_um: 0
seq_cells: 0
hold_buffers: 0
via_count: 4644
grt_max_degree: 47
netlist_area_sq_um: 4225
post_drt_wl_per_cell_microns: 16.61
drcViolationCount: 0
[kinds of logic (layout without fill, tap and decap cells)]
group / Yosys count / count (layout) / share of synthesized area
AND/OR/NAND/NOR: 171 / 171 / 0.2037
XOR/XNOR: 30 / 30 / 0.06870
buffers and inverters: 89 / 190 / 0.08291
AND-OR/OR-AND: 175 / 175 / 0.2944
adder cells (fa/ha/maj): 93 / 93 / 0.3003
multiplexers: 20 / 20 / 0.04915
other: 1 / 2 / 0.0008875
[worst max-delay path, delay by kind of cell]
| kind | cells | cell delay, ps |
|---|---|---|
| AND-OR/OR-AND | 19 | 3460 |
| buffers and inverters | 8 | 1730 |
| XOR/XNOR | 1 | 80 |
| AND/OR/NAND/NOR | 9 | 1720 |
| multiplexers | 2 | 610 |
| adder cells (fa/ha/maj) | 7 | 1900 |
[Yosys cell counts (all sizes together), types with 4 or more instances]
master,count,share of area
ha,79,0.23
inv,59,0.052
nor2,49,0.044
a21oi,40,0.047
nand2,35,0.031
o21ai,28,0.033
clkbuf,22,0.020
xnor2,20,0.041
nor3,18,0.023
a211oi,15,0.031
fa,14,0.066
mux2i,14,0.033
nand3,14,0.017
nor2b,12,0.018
o21a,12,0.021
a21o,10,0.018
o211ai,9,0.016
buf,8,0.011
xor2,8,0.017
or3,7,0.012
a31oi,6,0.012
mux2,6,0.016
nor4,6,0.0089
o22ai,6,0.0089
and3,5,0.0074
or4,5,0.0098
a2bb2oi,4,0.0098
nand4,4,0.0059
[routing by layer]
metal / part of all wire / vias up / GRT usage
li1: - / 2317 / -
met4: 0.015 / 0 / 0.04326
met3: 0.084 / 20 / 0.04130
met2: 0.44 / 173 / 0.3879
met5: 0 / - / 0
met1: 0.46 / 2134 / 0.3597
[where the power goes]
| part | internal (mW) | switching, mW |
|---|---|---|
| Sequential | 0 | 0 |
| Clock | 0 | 0 |
| Combinational | 0.117 | 0.120 |
[cell type report]
class                           count  area, sq um
Inverter                           59        221.5
Timing Repair Buffer              131         1071
Tap cell                          136        170.2
Fill cell                         947         4661
Multi-Input combinational cell    491         4154
[worst max path at each step]
stage                 to  depth (start not counted)
finish        ALU_Out[0]                         46
global route  ALU_Out[0]                         50
CTS           ALU_Out[0]                         44
[layout by cell type (no fill, tap or decap), types with 5 or more instances in the layout]
master	Yosys	routed
fa_1	14	14
and3_1	5	5
nor4_1	6	5
buf_4	2	99
a211oi_1	13	11
nand3_1	14	13
ha_4	0	8
xor2_1	8	8
nor3_2	1	6
ha_1	79	70
nand2_1	35	34
xnor2_1	20	20
o22ai_1	6	6
mux2i_1	14	13
nor2_1	48	45
a21o_1	10	10
a21oi_1	40	36
o21a_1	12	11
inv_1	59	59
o211ai_1	9	9
o21ai_0	28	23
mux2_2	6	5
nor2b_1	12	12
nor3_1	17	11
clkdlybuf4s50_1	0	28
a31oi_1	5	5
[stage by stage]
step	util	hold WS, ps	instances	power [mW]	area (sq um)
after floorplan	-	6895	580	0.1418	4229
after CTS	0.5131	7947	807	0.2198	5274
after global routing	0.5465	7990	817	0.2624	5617
after detailed placement	0.5112	7938	807	0.2178	5254
final	0.5465	7926	817	0.2367	5617
after global placement	0.5112	7932	807	0.2148	5254
[what timing repair did]
item,4_1_cts,5_1_grt
gates resized,7,49
pin swaps,0,19
setup endpoints to repair,1,1
buffers inserted,0,10
Power and IR drop assume default switching activity.
