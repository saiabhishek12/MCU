[flow/design.v]
`timescale 1ns / 1ps
module Reg_f( input  clk,
                      input      [2:0] address_of_a,
                      input      [2:0] address_of_b,
                      input      [2:0] address_of_d,
                      input      [7:0] dataIn,
                      input            write,
                      output reg [7:0] data_of_a,
                      output reg [7:0] data_of_b );
    reg[7:0] registers[7:0];
    reg[7:0] k = 0;
    initial begin
        registers[0] = k;
    end
    always @* begin
        data_of_a = registers[address_of_a];
        data_of_b = registers[address_of_b];
    end
    always @(posedge clk ) begin
        if(write)begin
            if(address_of_d!= 0)
                registers[address_of_d] = dataIn;
        end
    end
endmodule 
[flow/run.sh]
#!/bin/bash
# OpenROAD 26Q1-2900-gdf79404cd8, Yosys 0.63+post, stock flow scripts
make -C /OpenROAD-flow-scripts/flow DESIGN_CONFIG=/design/flow/config.mk WORK_HOME=/design/flow/orfs finish
[flow/config.mk]
export PLATFORM = sky130hd
export DESIGN_NAME = Reg_f
export DESIGN_NICKNAME = Reg_f
export VERILOG_FILES = /design/flow/design.v
export SDC_FILE = /design/flow/constraint.sdc
export NUM_CORES = 4
export LEC_CHECK = 1
export CORE_UTILIZATION = 50
[flow/constraint.sdc]
current_design Reg_f

set clk_period 2.5
set clk_io_pct 0.2

create_clock -name clk0 -period $clk_period [get_ports {clk}]

set non_clock_inputs [all_inputs -no_clocks]
set_input_delay [expr $clk_period * $clk_io_pct] -clock clk0 $non_clock_inputs
set_output_delay [expr $clk_period * $clk_io_pct] -clock clk0 [all_outputs]
==> Slide: Implementation Results <==
Implementation Results

Timing
  – Fmax achieved: 406.0 MHz
  – Tmin final: 2463 ps
  – Cycle use final: 0.9851
  – RSZ-0062 raised after global routing: true
  – Worst setup margin: 37.18 ps
  – Final slew viol count: 0
  – Fin. Hold Viols: 0
  – Finish-stage setup viols: 0
  – Fin Setup TNS: 0 ps

Die
  – Chip height: 80.45 um
  – Std-Cell Rows: 28
  – Die ar.: 6471 um^2
  – Die X: 80.45 um
  – I/O pin count: 35
  – FP Core Util: 0.5197
  – Core box area: 5921 um^2

Routing
  – Avg WL per Cell: 21.12 um
  – Via count: 1,549
  – Routed wire length: 5.788 mm
  – Antenna diodes: 0
  – Drt initial violations: 71
  – Drt drc: 0
  – TritonRoute pass-1 iters: 4
  – Via density: 5.653
  – Antenna Violating Nets Remaining: 0

Worst setup path
  – CP required: 2000 ps
  – CP Launch Type: input port
  – Max FO, Critical Path: 8
  – Max incr delay on CP: 540 ps
  – Crit path arrival time: 1960 ps
  – Crit Path Class: in -> out
  – CP endpoint kind: output port
  – CP max stage cell: mux4_1
  – CP Cell Sequence: buf_4 -> buf_12 -> mux4_1 -> mux2_2 -> clkdlybuf4s50_1

Logic synthesis
  – Synth warn: 1
  – YS chip area: 3077 um^2
  – Seq/Total Area, Yosys: 0.6246
  – Yosys Instances: 135
  – Synth Instances: 135
  – Synth flops: 64
  – Synth unique cells: 14
  – Mapped Area: 3077 um^2
  – Avg Cell Area, Syn: 22.79 um^2

Layout
  – Most instantiated logic cell after routing: edfxtp_1
  – Final core occ: 0.6285
  – Most instantiated logic cells after routing: 64 x edfxtp_1, 30 x clkdlybuf4s50_1, 27 x mux4_2
  – Area growth syn-to-layout: 20.94%
  – Max FFs per register: 64
  – Share of cells above drive strength 1: 0.3668

Clocking
  – Clock Pin Slew Worst Setup and Hold Paths: 60 ps
  – Hold-fix buffers, CTS: 0
  – CTS tree: built
  – Clock Sinks: 64
  – Bufs on Longest Clock Path: 2
  – CTS Buf Count: 9
  – Clock root buffer: clkbuf_8
  – H-tree depth: 3
  – Post-CTS setup buffer count: 0

Global routing
  – Global-route wire length before repair: 8.845 mm
  – Largest net degree at the start of global routing: 10
  – Gr usage total: 0.2197
  – Global route overflow: 0
  – Vias in the first global route: 1,720
  – Antenna violations before repair: 0

Status
  – Outcome: complete, no violations

Placement
  – Port Buffer Count: 34
  – Final HPWL DP: 3.951 mm
  – Final Wtd Congestion: 0.8096
  – Pre-CTS setup slack: -466.0 ps

Power and ir drop
  – Tot Pwr: 2194 uW
  – P per Cell Area: 589.5 nW/um^2
  – P_leak: 0.001262 uW
  – Worst vdd rail ir drop: 396.3 uV

Hold path
  – HP Class: in -> reg

Run
  – Tool warnings: 27
  – Max-cap violations: 0
[through the flow]
stage	instances	hold slack, ps	cell area, um^2
6_report	274	917.6	3721
5_1_grt	274	934.4	3721
4_1_cts	274	910.5	3775
3_5_place_dp	259	1256	3597
3_3_place_gp	259	1195	3597
2_1_floorplan	142	598.9	3103
[critical path: cells and delay by family]
family,cells,cell delay [ps]
buf+inv,3,640
mux,2,810
[routing by layer]
metal  track usage  vias up  part of all wire
li1              -      698                 -
met3        0.1476       11              0.15
met5             0        -                 0
met4       0.02857        0             0.017
met2        0.3347       96              0.50
met1        0.2931      744              0.34
[report_power, final]
part / total, uW / internal [uW] / switching (uW) / leakage [uW]
Combinational: 291 / 194 / 96.5 / 0.000603
Clock: 658 / 339 / 320 / 0.0000718
Sequential: 1240 / 1230 / 18.5 / 0.000587
[final cells by class]
cell class | instances | area, um^2
clock inverters | 3 | 11.26
well taps | 75 | 93.84
flip-flops and latches | 64 | 1922
fillers | 416 | 2200
repair buffers | 53 | 551.8
clock buffers | 11 | 131.4
multi-input cells | 68 | 1011
[synth_stat cells]
cell | count | area, um^2
mux2_2 | 16 | 180.2
nor2_1 | 6 | 22.52
buf_2 | 2 | 10.01
conb_1 | 1 | 3.750
buf_6 | 2 | 22.52
clkbuf_1 | 2 | 7.510
nor3_1 | 1 | 5.000
mux4_2 | 3 | 67.56
mux4_1 | 29 | 762.0
buf_1 | 2 | 7.510
nand2_1 | 2 | 7.510
nand2b_1 | 3 | 18.77
buf_12 | 2 | 40.04
edfxtp_1 | 64 | 1922
[what timing repair did]
action	4_1_cts	5_1_grt
gates resized	30	21
setup endpoints to repair	16	15
pin swaps	0	0
cloned	1	0
[kinds of logic (layout without fill, tap and decap cells)]
| kind of cell | after synthesis | count (layout) | share of synthesized area |
|---|---|---|---|
| DFF | 64 | 64 | 0.6246 |
| muxes | 48 | 48 | 0.3282 |
| and+or+nand+nor | 12 | 12 | 0.01749 |
| buffers and inverters | 10 | 67 | 0.02847 |
| other | 1 | 8 | 0.001219 |
[path summary, 6_finish.rpt]
check	startpoint	to	slack, ps	cells past startpoint
worst min-delay path	dataIn[3]	registers[3][3]	920	1
worst max-delay path	address_of_b[0]	data_of_b[5]	40	5
Power is estimated from default activity; no workload was simulated.
